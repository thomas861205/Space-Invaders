File: /design/flow/run.sh
#!/bin/bash
# OpenROAD 26Q1-2900-gdf79404cd8, Yosys 0.63+post, stock flow scripts
make -C /OpenROAD-flow-scripts/flow DESIGN_CONFIG=/design/flow/config.mk WORK_HOME=/design/flow/orfs finish
File: /design/flow/config.mk
export PLATFORM = sky130hd
export DESIGN_NAME = the_grand_shift_pattern
export DESIGN_NICKNAME = the_grand_shift_pattern
export VERILOG_FILES = /design/flow/design.v
export SDC_FILE = /design/flow/constraint.sdc
export NUM_CORES = 4
export LEC_CHECK = 1
export CORE_AREA = 10 10 237 237
export DIE_AREA = 0 0 247 247
File: /design/flow/constraint.sdc
current_design the_grand_shift_pattern

set clk_period 29.0
set clk_io_pct 0.2

create_clock -name clk0 -period $clk_period

set non_clock_inputs [all_inputs -no_clocks]
set_input_delay [expr $clk_period * $clk_io_pct] -clock clk0 $non_clock_inputs
set_output_delay [expr $clk_period * $clk_io_pct] -clock clk0 [all_outputs]
File: /design/flow/design.v
`timescale 1ns / 1ps
module the_grand_shift_pattern(
	input [2:0] state,
	input [9:0] h_offset_enemy0,
	input [9:0] v_offset_enemy0,
	input [9:0] h_offset_enemy1,
	input [9:0] v_offset_enemy1,
	input [9:0] h_offset_enemy2,
	input [9:0] v_offset_enemy2,
	input [9:0] h_offset_enemy3,
	input [9:0] v_offset_enemy3,
	input [9:0] h_offset_enemy4,
	input [9:0] v_offset_enemy4,
	input [9:0] h_offset_enemy5,
	input [9:0] v_offset_enemy5,
	input [9:0] h_offset_enemy6, 
	input [9:0] v_offset_enemy6, 
	input [9:0] h_offset_enemy7, 
	input [9:0] v_offset_enemy7, 
	input [9:0] h_offset_enemy8, 
	input [9:0] v_offset_enemy8, 
	input [9:0] h_offset_enemy9, 
	input [9:0] v_offset_enemy9, 
	input [9:0] h_offset_enemy0_1,
    input [9:0] v_offset_enemy0_1,
    input [9:0] h_offset_enemy1_1,
    input [9:0] v_offset_enemy1_1,
    input [9:0] h_offset_enemy2_1,
    input [9:0] v_offset_enemy2_1,
    input [9:0] h_offset_enemy3_1,
    input [9:0] v_offset_enemy3_1,
    input [9:0] h_offset_enemy4_1,
    input [9:0] v_offset_enemy4_1,
    input [9:0] h_offset_enemy5_1,
    input [9:0] v_offset_enemy5_1,
    input [9:0] h_offset_enemy6_1, 
    input [9:0] v_offset_enemy6_1, 
    input [9:0] h_offset_enemy7_1, 
    input [9:0] v_offset_enemy7_1, 
    input [9:0] h_offset_enemy8_1, 
    input [9:0] v_offset_enemy8_1, 
    input [9:0] h_offset_enemy9_1, 
    input [9:0] v_offset_enemy9_1, 
	output reg [9:0] the_grand_h_offset_enemy0,
	output reg [9:0] the_grand_v_offset_enemy0,
	output reg [9:0] the_grand_h_offset_enemy1,
	output reg [9:0] the_grand_v_offset_enemy1,
	output reg [9:0] the_grand_h_offset_enemy2,
	output reg [9:0] the_grand_v_offset_enemy2,
	output reg [9:0] the_grand_h_offset_enemy3,
	output reg [9:0] the_grand_v_offset_enemy3,
	output reg [9:0] the_grand_h_offset_enemy4,
	output reg [9:0] the_grand_v_offset_enemy4,
	output reg [9:0] the_grand_h_offset_enemy5,
	output reg [9:0] the_grand_v_offset_enemy5,
	output reg [9:0] the_grand_h_offset_enemy6, 
	output reg [9:0] the_grand_v_offset_enemy6, 
	output reg [9:0] the_grand_h_offset_enemy7, 
	output reg [9:0] the_grand_v_offset_enemy7, 
	output reg [9:0] the_grand_h_offset_enemy8, 
	output reg [9:0] the_grand_v_offset_enemy8, 
	output reg [9:0] the_grand_h_offset_enemy9, 
	output reg [9:0] the_grand_v_offset_enemy9 
	);
always@(*) begin
	case(state)
	3'b000: begin
		the_grand_h_offset_enemy0 = 0;
		the_grand_v_offset_enemy0 = 223;
		the_grand_h_offset_enemy1 = 0;
		the_grand_v_offset_enemy1 = 223;
		the_grand_h_offset_enemy2 = 0;
		the_grand_v_offset_enemy2 = 223;
		the_grand_h_offset_enemy3 = 0;
		the_grand_v_offset_enemy3 = 223;
		the_grand_h_offset_enemy4 = 0;
		the_grand_v_offset_enemy4 = 223;
		the_grand_h_offset_enemy5 = 0;
		the_grand_v_offset_enemy5 = 223;
		the_grand_h_offset_enemy6 = 0; 
		the_grand_v_offset_enemy6 = 223; 
		the_grand_h_offset_enemy7 = 0; 
		the_grand_v_offset_enemy7 = 223; 
		the_grand_h_offset_enemy8 = 0; 
		the_grand_v_offset_enemy8 = 223; 
		the_grand_h_offset_enemy9 = 0; 
		the_grand_v_offset_enemy9 = 223; 
	end
	3'b001: begin
		the_grand_h_offset_enemy0 = h_offset_enemy0;
		the_grand_v_offset_enemy0 = v_offset_enemy0;
		the_grand_h_offset_enemy1 = h_offset_enemy1;
		the_grand_v_offset_enemy1 = v_offset_enemy1;
		the_grand_h_offset_enemy2 = h_offset_enemy2;
		the_grand_v_offset_enemy2 = v_offset_enemy2;
		the_grand_h_offset_enemy3 = h_offset_enemy3;
		the_grand_v_offset_enemy3 = v_offset_enemy3;
		the_grand_h_offset_enemy4 = h_offset_enemy4;
		the_grand_v_offset_enemy4 = v_offset_enemy4;
		the_grand_h_offset_enemy5 = h_offset_enemy5;
		the_grand_v_offset_enemy5 = v_offset_enemy5;
		the_grand_h_offset_enemy6 = h_offset_enemy6; 
		the_grand_v_offset_enemy6 = v_offset_enemy6; 
		the_grand_h_offset_enemy7 = h_offset_enemy7; 
		the_grand_v_offset_enemy7 = v_offset_enemy7; 
		the_grand_h_offset_enemy8 = h_offset_enemy8; 
		the_grand_v_offset_enemy8 = v_offset_enemy8; 
		the_grand_h_offset_enemy9 = h_offset_enemy9; 
		the_grand_v_offset_enemy9 = v_offset_enemy9; 
	end
	3'b010: begin
        the_grand_h_offset_enemy0 = h_offset_enemy0_1;
        the_grand_v_offset_enemy0 = v_offset_enemy0_1;
        the_grand_h_offset_enemy1 = h_offset_enemy1_1;
        the_grand_v_offset_enemy1 = v_offset_enemy1_1;
        the_grand_h_offset_enemy2 = h_offset_enemy2_1;
        the_grand_v_offset_enemy2 = v_offset_enemy2_1;
        the_grand_h_offset_enemy3 = h_offset_enemy3_1;
        the_grand_v_offset_enemy3 = v_offset_enemy3_1;
        the_grand_h_offset_enemy4 = h_offset_enemy4_1;
        the_grand_v_offset_enemy4 = v_offset_enemy4_1;
        the_grand_h_offset_enemy5 = h_offset_enemy5_1;
        the_grand_v_offset_enemy5 = v_offset_enemy5_1;
        the_grand_h_offset_enemy6 = h_offset_enemy6_1; 
        the_grand_v_offset_enemy6 = v_offset_enemy6_1; 
        the_grand_h_offset_enemy7 = h_offset_enemy7_1; 
        the_grand_v_offset_enemy7 = v_offset_enemy7_1; 
        the_grand_h_offset_enemy8 = h_offset_enemy8_1; 
        the_grand_v_offset_enemy8 = v_offset_enemy8_1; 
        the_grand_h_offset_enemy9 = h_offset_enemy9_1; 
        the_grand_v_offset_enemy9 = v_offset_enemy9_1; 
    end
	default: begin
		the_grand_h_offset_enemy0 = 0;
		the_grand_v_offset_enemy0 = 223;
		the_grand_h_offset_enemy1 = 0;
		the_grand_v_offset_enemy1 = 223;
		the_grand_h_offset_enemy2 = 0;
		the_grand_v_offset_enemy2 = 223;
		the_grand_h_offset_enemy3 = 0;
		the_grand_v_offset_enemy3 = 223;
		the_grand_h_offset_enemy4 = 0;
		the_grand_v_offset_enemy4 = 223;
		the_grand_h_offset_enemy5 = 0;
		the_grand_v_offset_enemy5 = 223;
		the_grand_h_offset_enemy6 = 0; 
		the_grand_v_offset_enemy6 = 223; 
		the_grand_h_offset_enemy7 = 0; 
		the_grand_v_offset_enemy7 = 223; 
		the_grand_h_offset_enemy8 = 0; 
		the_grand_v_offset_enemy8 = 223; 
		the_grand_h_offset_enemy9 = 0; 
		the_grand_v_offset_enemy9 = 223; 
	end
	endcase
end
endmodule
==> datasheet_impl.txt <==
Implementation parameters

Parameter                              Value

Outcome
  Result of the run .................. finished clean

Die
  Die height .................. 247 um
  Area of the core region .................. just over 50000 um^2
  Overall chip area .................. around 61000 um^2
  Rows .................. 83
  Die width .................. between 200 and 250 um
  Initial core utilization .................. 0.0947
  Num ports .................. 603

Global route
  Total track usage .................. 0.0954
  Initial antenna violation count .................. 3
  Grt total ovfl .................. 0
  Number of global-route vias before repair .................. approximately 7300
  Global-route wire length before repair .................. 45200 um
  Largest net degree at the start of global routing .................. 174

Timing
  Setup repair after global routing missed its margin .................. false
  Max Freq .................. slightly below 70 MHz
  Max Transition Viols Final .................. 0
  Final critical path time including I/O delays and setup .................. 14590 ps
  Measured slew at the worst slew-check pin .................. 889 ps
  Period utilisation layout .................. 0.503
  Aggregate negative setup slack .................. 0 ps
  Worst max-slew margin expressed relative to the limit .................. 0.407
  Final setup violation count .................. 0
  Final Hold Fails .................. 0

Route
  Wire length per cell .................. 17.1 um
  Via total after detailed routing .................. 7070
  DRC violation count after routing .................. 0
  Overall routed net length .................. 32500 um
  Detail Route Antenna Nets .................. 0
  Avg Vias per Cell .................. 3.72
  Starting DRT DRC Count .................. 288
  Detailed-routing iteration count for the pre-antenna-repair pass .................. 5

Synthesis
  Area reported by Yosys stat .................. 4850 um^2
  Synthesized instance count .................. a little under 700
  Netlist Area Pre-Place .................. 4850 um^2
  Distinct lib cells used .................. 13
  Top cell type's share of synthesized area .................. 0.335
  Count of yosys warnings during synthesis .................. 1
  Fraction of the yosys area taken by sequential cells .................. 0
  Cell count in the Yosys report .................. ~690
  Synth top area cells .................. o32ai_2 (34%), nand2b_1 (17%), a22oi_1 (11%), nor2_1 (11%), inv_1 (10%)
  Avg Cell Area, Syn .................. 7.01 um^2
  Post-synthesis cell type with the largest combined area .................. o32ai_2

Placement
  Port Buf Inserts .................. 603
  Detailed placer's ending HPWL .................. 27800 um
  Global placer's final weighted congestion .................. 0.875

Pwr
  Leakage power .................. ~4 nW
  Worst vdd ir .................. 0.00648 mV
  Total power after layout .................. about 0.14 mW
  Total power divided by cell area .................. between 10 and 15 nW/um^2

Setup path
  Max incr delay on CP .................. 700 ps
  Count of buffer and inverter cells on the critical path .................. 4
  CP Data Arrival Time .................. 8790 ps
  Kind of start point of the critical path .................. primary input
  Cell class contributing the biggest share of worst-path delay .................. buffers and inverters
  Data required time at the worst endpoint .................. around 23000 ps
  Critical path class .................. primary input to output port
  Slowest library cell on the worst path .................. buf_4
  Kind of capture point of the worst setup path .................. output port
  Cells traversed along the worst timing path .................. clkdlybuf4s50_1 > nand2b_4 > buf_4 > buf_4 > o32ai_2 > clkdlybuf4s50_1
  Crit-path max FO .................. around 49

Cells and area
  Layout Area Growth over Synthesis .................. 133%
  Sequential standard cell area .................. 0 um^2
  Fill cell count .................. 5616
  Share of the core filled with cells in the final layout .................. 0.220
  Most numerous logic cells after layout .................. clkdlybuf4s50_1 (602), nor2_1 (140), inv_1 (130), nand2b_1 (130), o32ai_2 (100)
  Fraction of layout instances using a drive strength above 1 .................. 0.0938
  Most frequently placed logic cell in the final layout .................. clkdlybuf4s50_1
  Layout clock buffer count .................. 0
  Flop Count .................. 0

Clock network
  Hold buffers post-CTS .................. 0
  Post-CTS resize count .................. 0
  Post-CTS setup repair buffer count .................. 0

Job
  Tool warnings .................. 35
  Max-cap violation count .................. 0

Worst hold path
  Worst min-delay path class .................. primary input to output port
## layout make-up
type                       instances  area [um^2]  area share
inverter                         130          488      0.0432
multi-input combinational        474         3810       0.337
timing repair buffer             612         6130       0.543
tap                              680          851      0.0754
antenna                            2         5.00    0.000443
## cell usage after synthesis
library cell / count
buf_2: 42
nor2_1: 140
o32ai_2: 100
a22oi_1: 70
inv_1: 130
buf_6: 22
o32ai_1: 30
nand2b_1: 130
buf_4: 7
nor2b_1: 2
nand2b_4: 1
nand2b_2: 1
clkbuf_1: 17
## per-stage QoR
stage	worst slack (ps)	area, um^2	hold WS [ps]	std cells
CTS	14420	11300	12540	1896
global placement	14460	11300	12530	1896
finish	14410	11300	12530	1898
detailed placement	14430	11300	12530	1896
floorplan	16810	4850	11680	692
global route	14290	11300	12560	1897
## where the power goes
part           leakage [nW]  internal (mW)  switching [mW]
registers                 0              0               0
clock network     0.0000127  0.00000000929               0
logic                  4.04         0.0895          0.0484
## per-layer routing
layer / vias to the layer above / wire [um] / track usage
met4: 0 / 205 / 0.00613
met3: 10 / 4160 / 0.0342
li1: 3440 / - / -
met2: 427 / 16100 / 0.171
met5: - / 0 / 0
met1: 3193 / 12100 / 0.111
## path summary, 6_finish.rpt
| path | from | end | slack, ps | cells past startpoint |
|---|---|---|---|---|
| worst max-delay path | state[1] | the_grand_h_offset_enemy1[3] | 14410 | 6 |
| worst min-delay path | v_offset_enemy2[9] | the_grand_v_offset_enemy2[9] | 12530 | 4 |
## tightest hold or removal path, cell delays in order
cell and delay (ps):
clkdlybuf4s50_1 390, nand2b_1 60, o32ai_1 60, clkdlybuf4s50_1 410
## kinds of logic after synthesis
| logic type | share of synthesized area |
|---|---|
| and+or+nand+nor | 0.283 |
| buffers and inverters | 0.219 |
| AOI/OAI and AO/OA | 0.498 |
Power is estimated from default activity; no workload was simulated.

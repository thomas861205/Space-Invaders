[./run.sh]
#!/bin/bash
# OpenROAD 26Q1-2900-gdf79404cd8, Yosys 0.63+post, stock flow scripts
make -C /OpenROAD-flow-scripts/flow DESIGN_CONFIG=/design/flow/config.mk WORK_HOME=/design/flow/orfs finish
[./config.mk]
export PLATFORM = sky130hd
export DESIGN_NAME = object_phase_for_plane
export DESIGN_NICKNAME = object_phase_for_plane
export VERILOG_FILES = /design/flow/design.v
export SDC_FILE = /design/flow/constraint.sdc
export NUM_CORES = 4
export LEC_CHECK = 1
export CORE_AREA = 10 10 115 115
export DIE_AREA = 0 0 125 125
[./constraint.sdc]
current_design object_phase_for_plane

set clk_period 3.5
set clk_io_pct 0.2

create_clock -name clk0 -period $clk_period [get_ports {clk}]
create_clock -name clk1 -period $clk_period [get_ports {clk_10Hz}]
create_clock -name clk2 -period $clk_period [get_ports {clk_1Hz}]

set non_clock_inputs [all_inputs -no_clocks]
set_input_delay [expr $clk_period * $clk_io_pct] -clock clk0 $non_clock_inputs
set_output_delay [expr $clk_period * $clk_io_pct] -clock clk0 [all_outputs]
[./design.v]
`timescale 1ns / 1ps
module explosion_latency(
	input clk,
	input rst,
	input en,
	output reg last_phase_en
	);
reg [9:0] num;
always @(posedge clk or posedge rst) begin
	if (rst) begin
		num <= 0;
		last_phase_en <= 0;
	end
	else if (en) begin
		if (num < 10'd2) begin
			num <= num + 1;
			last_phase_en <= 0;
		end
		else begin
			num <= num;
			last_phase_en <= 1;
		end
	end
	else begin
		num <= 0;
		last_phase_en <= 0;
	end
end
endmodule
`timescale 1ns / 1ps
module explosion_phase(
	input clk,
	input rst,
	input [8:0] rgb_enemy,
	input [8:0] rgb_explosion,
	input [8:0] rgb_default,
	input is_hit,
	input last_phase_en,
	output reg [8:0] rgb_out
	);
reg [1:0] state;
reg [1:0] next_state;
always@(posedge clk or posedge rst) begin
	if (rst) begin
		state <= 2'b0;
	end
	else begin
		state <= next_state;
	end
end
always@(*) begin
	case(state)
	2'b0:
	begin
		if (is_hit) begin
			next_state <= 2'b1;
			rgb_out <= rgb_explosion;
		end
		else begin
			next_state <= 2'b0;
			rgb_out <= rgb_enemy;
		end
	end
	2'b1:
	begin
		if (last_phase_en) begin
			next_state <= 2'b10;
			rgb_out <= rgb_default;
		end
		else begin
			next_state <= 2'b1;
			rgb_out <= rgb_explosion;
		end
	end
	2'b10:
	begin
		next_state <= 2'b10;
		rgb_out <= rgb_default;
	end
	default:
	begin
		next_state <= 2'b0;
		rgb_out <= rgb_enemy;
	end
	endcase
end
endmodule
`timescale 1ns / 1ps
module hit_detector_for_plane(
    input [8:0] rgb_enemy0,
    input [8:0] rgb_enemy1,
    input [8:0] rgb_enemy2,
    input [8:0] rgb_enemy3,
    input [8:0] rgb_enemy4,
    input [8:0] rgb_enemy5,
    input [8:0] rgb_enemy6,
    input [8:0] rgb_enemy7,
    input [8:0] rgb_enemy8,
    input [8:0] rgb_enemy9,
    input [8:0] rgb_plane,
    input [8:0] rgb_enemy0_bullet_2,
    input [8:0] rgb_enemy1_bullet_2, 
    input [8:0] rgb_enemy2_bullet_2, 
    input [8:0] rgb_enemy3_bullet_2, 
    input [8:0] rgb_enemy4_bullet_2, 
    input [8:0] rgb_enemy5_bullet_2, 
    input [8:0] rgb_enemy6_bullet_2, 
    input [8:0] rgb_enemy7_bullet_2, 
    input [8:0] rgb_enemy8_bullet_2, 
    input [8:0] rgb_enemy9_bullet_2, 
    input [8:0] default_color,
    output reg hit_enemy
    );
always @(*) begin
	if (rgb_plane!=default_color) begin
		if (rgb_enemy0!=default_color ||
		    rgb_enemy1!=default_color ||
		    rgb_enemy2!=default_color ||
		    rgb_enemy3!=default_color ||
		    rgb_enemy4!=default_color ||
		    rgb_enemy5!=default_color ||
		    rgb_enemy6!=default_color ||
		    rgb_enemy7!=default_color ||
		    rgb_enemy8!=default_color ||
		    rgb_enemy9!=default_color ||
		    rgb_enemy0_bullet_2!=default_color ||
		    rgb_enemy1_bullet_2!=default_color || 
		    rgb_enemy2_bullet_2!=default_color || 
		    rgb_enemy3_bullet_2!=default_color || 
		    rgb_enemy4_bullet_2!=default_color || 
		    rgb_enemy5_bullet_2!=default_color || 
		    rgb_enemy6_bullet_2!=default_color || 
		    rgb_enemy7_bullet_2!=default_color || 
		    rgb_enemy8_bullet_2!=default_color || 
		    rgb_enemy9_bullet_2!=default_color 
		    ) begin
			hit_enemy = 1;
		end
		else begin
			hit_enemy = 0;
		end
	end
	else begin
		hit_enemy = 0;
	end
end
endmodule
`timescale 1ns / 1ps
module hit_time_counter(
    input hit,
    input clk,
    input rst,
    output reg [4:0] hit_times
    );
reg [4:0] num;
reg [4:0] next_num;
always@(posedge clk or posedge rst)begin
    if (rst) begin
        hit_times <= 0;
        num <= 0;
    end
    else if (next_num > num) begin
        hit_times <= hit_times + 1;
        num <= next_num;
    end
    else begin
        hit_times <= hit_times;
        num <= next_num;
    end
end
always@(posedge hit or posedge rst)begin
    if (rst)
        next_num <= 0;
    else
        next_num <= next_num + 1;
end
endmodule
`timescale 1ns / 1ps
module object_phase_for_plane(
	input clk,
	input clk_1Hz,
	input rst,
	input clk_10Hz,
	input [8:0] rgb_plane,
	input [8:0] rgb_enemy0,
	input [8:0] rgb_enemy1,
	input [8:0] rgb_enemy2,
	input [8:0] rgb_enemy3,
	input [8:0] rgb_enemy4,
	input [8:0] rgb_enemy5,
	input [8:0] rgb_enemy6,
	input [8:0] rgb_enemy7,
	input [8:0] rgb_enemy8,
	input [8:0] rgb_enemy9,
	input [8:0] rgb_enemy0_bullet_2,
	input [8:0] rgb_enemy1_bullet_2,
	input [8:0] rgb_enemy2_bullet_2,
	input [8:0] rgb_enemy3_bullet_2,
	input [8:0] rgb_enemy4_bullet_2,
	input [8:0] rgb_enemy5_bullet_2,
	input [8:0] rgb_enemy6_bullet_2,
	input [8:0] rgb_enemy7_bullet_2,
	input [8:0] rgb_enemy8_bullet_2,
	input [8:0] rgb_enemy9_bullet_2,
	input [8:0] rgb_explosion,
	output [8:0] rgb_out,
	output is_hit,
	output [4:0] hit_times
	);
wire hit_enemy;
wire last_phase_en;
wire is_dead;
assign is_dead = (hit_times==5'd4)? 1:0;
hit_detector_for_plane hit_detector(
    .rgb_plane(rgb_plane),
    .rgb_enemy0(rgb_enemy0),
    .rgb_enemy1(rgb_enemy1),
    .rgb_enemy2(rgb_enemy2),
    .rgb_enemy3(rgb_enemy3),
    .rgb_enemy4(rgb_enemy4),
    .rgb_enemy5(rgb_enemy5),
    .rgb_enemy6(rgb_enemy6),
    .rgb_enemy7(rgb_enemy7),
    .rgb_enemy8(rgb_enemy8),
    .rgb_enemy9(rgb_enemy9),
    .rgb_enemy0_bullet_2(rgb_enemy0_bullet_2),
    .rgb_enemy1_bullet_2(rgb_enemy1_bullet_2), 
    .rgb_enemy2_bullet_2(rgb_enemy2_bullet_2), 
    .rgb_enemy3_bullet_2(rgb_enemy3_bullet_2), 
    .rgb_enemy4_bullet_2(rgb_enemy4_bullet_2), 
    .rgb_enemy5_bullet_2(rgb_enemy5_bullet_2), 
    .rgb_enemy6_bullet_2(rgb_enemy6_bullet_2), 
    .rgb_enemy7_bullet_2(rgb_enemy7_bullet_2), 
    .rgb_enemy8_bullet_2(rgb_enemy8_bullet_2), 
    .rgb_enemy9_bullet_2(rgb_enemy9_bullet_2), 
    .default_color(9'b101011010),
    .hit_enemy(hit_enemy)
    );
hit_time_counter hit_counter(
    .clk(clk_1Hz),
    .rst(rst),
    .hit(hit_enemy),
    .hit_times(hit_times)
    );
permanent_en fsm_is_hit(
    .clk(clk),
    .rst(rst),
    .hit_plane(hit_enemy),
    .is_hit(is_hit)
    );
explosion_latency cnt(
    .clk(clk_10Hz),
    .rst(rst),
    .en(is_hit && is_dead),
    .last_phase_en(last_phase_en)
    );
explosion_phase explosion_phase(
    .clk(clk),
    .rst(rst),
    .rgb_enemy(rgb_plane),
    .rgb_explosion(rgb_explosion),
    .rgb_default(9'b101011010),
    .is_hit(is_hit && is_dead),
    .last_phase_en(last_phase_en),
    .rgb_out(rgb_out)
    );
endmodule
`timescale 1ns / 1ps
module permanent_en(
	input clk,
	input rst,
	input hit_plane,
	output is_hit
	);
reg state;
reg next_state;
assign is_hit=state;
always@(posedge clk or posedge rst) begin
	if (rst) begin
		state <= 0;
	end
	else begin
		state <= next_state;
	end
end
always@(*) begin
	case(state)
	0:
	begin
		if (hit_plane) begin
			next_state <= 1;
		end
		else begin
			next_state <= 0;
		end
	end
	1:
	begin
		next_state <= 1;
	end
	default:
	begin
		next_state <= 0;
	end
	endcase
end
endmodule
==> out/qor.yml <==
floorplanning:
  ios: 217
  core-area_um2: 10800
  fp.dieH_um: 125
  fp-utilization_pct: 17.4
  die_x_um: 125
  rows: 38
  die_area_um2: 15600
detailed_routing:
  drt-pass1-iter-count: 4
  drt-total-wl_mm: 10.3
  wire_per_inst_um: 18.9
  vias: 2356
  post-route-drc-count: 0
  viasPerCell: 4.32
  ant_nets: 0
  dr.first_iter.drc_count: 63
synth:
  avgSynthCellArea_um2: 10.7
  yosysWarnings: 5
  synth_cell_types: 38
  edf_count: 0
  largest_area_cell: "dfrtp_1"
  synth_top_flop_cell: "dfrtp_1"
  ys_area_um2: 1890
  synth-async-reset-ratio_pct: 100
  top_cells_by_area: "dfrtp_1 38%, nor4bb_1 13%, ha_1 6.0%, nand4_1 4.3%, and4b_1 4.2%"
  yosysTopAreaCellShare_pct: 38.4
  ys_ff: 30
  ys_seq_share_pct: 39.8
  synthCells: 177
  yosysCellCount: 177
  synth.cell_area_um2: 1890
final_timing:
  hold_violations: 0
  slew_headroom_pct: 69.9
  whs_ps: 487
  max_slew.worst_pin.slew_ps: 448
  skew_ps: 2.52
  unclocked_regs: 5
  untimed_endpoints: 10
  setup_tns_ps: 0
  rsz0062_at_grt: "no"
  setup-violations-final: 0
  slew_violations: 0
critical_path:
  cp.required_ps: 2800
  critPathLaunch: "hit_counter.hit_times[0]"
  timing.rr.end: "hit_counter.hit_times[3]"
  critPathCapture: "rgb_out[1]"
  crit_type: "reg -> out"
  cp-end-kind: "primary output"
  r2r_cells: 6
  rrSetupSlack_ps: 1820
  reg2reg_from: "hit_counter.num[0]"
  cp_data_arrival_time_ps: 2390
  path_max_fanout: 9
  startpoint_type: "flop"
finish:
  utilization_pct: 40.2
  num-fill-cells: 1058
  drive_gt1_share_pct: 5.22
  area_growth_pct: 130
clock_network:
  cts_tree: "yes"
  cts_resized: 0
  clk_pin_slew_ps: 50
  cts_setup_buffers: 0
  ctsHoldBuffers: 0
flow_run:
  maxCapViolCount: 0
  warnings: 27
power_and_ir_drop:
  leakage_nw: 1.77
  ir_drop_mv: 0.223
  power.density_nw_per_um2: 214
global_route:
  overflow: 0
  grt_pass1_vias: 2802
  grt_pass1_wl_mm: 15.6
  grt_usage_pct: 12.7
  grt_max_degree: 31
  antenna_found_initial: 3
outcome:
  run_status: "finished, final reports clean"
worst_hold_path:
  worst_hold_path_type: "reg -> reg"
  min_path_cells: 1
place:
  gp_congestion: 0.852
  io_buffers: 214
  dp_hpwl_mm: 9.67
## power breakdown
part	internal, W	switching, W
combinational	0.000223	0.0000468
clock	0.000256	0.000114
sequential	0.000290	0
## routing by layer
layer	wire, µm	up-vias	share of wire (%)	track usage, %
li1	-	1160	-	-
met1	3220	1060	31	11.4
met2	5690	122	55	24.4
met3	1090	14	11	6.12
met4	284	0	2.8	3.86
met5	0	-	0	0
## cells in the mapped netlist (2+ instances only)
master / instances
and4_1: 3
inv_1: 9
and2_1: 7
nor4_1: 5
nor4bb_1: 25
and4b_1: 8
nor2b_1: 2
dfrtp_1: 29
nor2_1: 9
nor3_1: 2
a22o_2: 4
ha_1: 9
a221o_1: 5
a21oi_1: 4
nor4b_1: 5
nand4_1: 13
nand3_1: 3
xnor2_1: 7
nand4b_1: 3
o21ai_0: 2
nand2_1: 6
## stage by stage
stage / cell area (µm²) / std cells / power [W] / setup WS [ps]
CTS: 4350 / 542 / 0.000944 / 406
global route: 4350 / 545 / 0.000979 / 305
global placement: 4200 / 530 / 0.000563 / 709
floorplan: 1890 / 177 / 0.000325 / 1250
detailed placement: 4200 / 530 / 0.000567 / 669
finish: 4350 / 545 / 0.000929 / 408
## worst min path at each step
stage / startpoint / slack, ps / endpoint
finish: cnt.num[8] / 490 / cnt.num[8]
global route: explosion_phase.state[0] / 520 / explosion_phase.state[0]
CTS: cnt.num[5] / 490 / cnt.num[5]
## cell type report
class | instances | area, µm² | share of cell area (%)
inverter | 9 | 33.8 | 0.776
clock buffer | 12 | 145 | 3.33
timing repair buffer | 215 | 2150 | 49.4
antenna | 3 | 7.51 | 0.172
tap | 140 | 175 | 4.02
sequential | 30 | 752 | 17.3
multi-input combinational | 136 | 1090 | 25.0
## critical path, stage by stage, from the launching register on
cell and delay [ps]:
dfrtp_1 400, inv_1 100, ha_1 180, nand4_2 170, and2_4 210, or2_1 340, a221o_1 330, clkdlybuf4s50_1 430
## flip-flops by register name (all words and copies together), names as in the netlist
| name | count |
|---|---|
| cnt.last_phase_en | 1 |
| explosion_phase.state | 3 |
| hit_counter.num | 5 |
| hit_counter.next_num | 5 |
| cnt.num | 10 |
| hit_counter.hit_times | 5 |
| fsm_is_hit.state | 1 |
## cells in the final DEF, fill, tap and decap left out, drive strengths merged
cell type,netlist,layout
clkbuf,1,12
nor4b,5,5
clkdlybuf4s50,0,214
nand2,6,6
nand3b,1,1
o21ai,3,3
a21oi,4,4
and4,4,4
a22o,4,4
dfstp,1,1
nor3,2,2
buf,1,1
nand4b,3,3
inv,9,9
o31a,1,1
diode,0,3
nand4,14,14
nor4,6,6
ha,9,9
o21bai,1,1
a21o,1,1
xnor2,7,7
nand3,3,3
nand4bb,1,1
a221o,5,5
xor2,1,1
dfrtp,29,29
nor2b,2,2
nor2,10,10
or2,1,1
nand2b,1,1
and4b,8,8
and2,8,8
nor4bb,25,25
## cells by family (layout without fill, tap and decap cells)
logic type	after synthesis	count (layout)	share of synthesized area, %
compound gates	19	19	7.88
buf+inv	11	236	2.58
other cells	0	3	0
fa+ha+maj	9	9	5.96
simple gates	100	100	40.1
flops	30	30	39.8
xor+xnor	8	8	3.71
No activity file was given, so power comes from the tool's default toggle rates.
